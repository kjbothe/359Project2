<file path="./run.sh">
#!/bin/bash
# OpenROAD 26Q1-2900-gdf79404cd8, Yosys 0.63+post, stock flow scripts
make -C /OpenROAD-flow-scripts/flow DESIGN_CONFIG=/design/flow/config.mk WORK_HOME=/design/flow/orfs finish
</file>
<file path="./config.mk">
export PLATFORM = sky130hd
export DESIGN_NAME = rsa_mult
export DESIGN_NICKNAME = rsa_mult
export VERILOG_FILES = /design/flow/design.v
export SDC_FILE = /design/flow/constraint.sdc
export NUM_CORES = 4
export LEC_CHECK = 1
export CORE_UTILIZATION = 40
</file>
<file path="./constraint.sdc">
current_design rsa_mult

set clk_period 25.7
set clk_io_pct 0.2

create_clock -name clk0 -period $clk_period [get_ports {clk}]

set non_clock_inputs [all_inputs -no_clocks]
set_input_delay [expr $clk_period * $clk_io_pct] -clock clk0 $non_clock_inputs
set_output_delay [expr $clk_period * $clk_io_pct] -clock clk0 [all_outputs]
</file>
<file path="./design.v">
`timescale 1ns / 1ps
module bit_adder_2n #(parameter N=128)(
	input [N-1:0] a,
	input [N-1:0] b,
	input c,
	output [N-1:0] sum,
	output carry_out,
	output P_ik,
	output G_ik
    );
wire [N*2-1:0] wire_p;
wire [N*2-1:0] wire_g;
wire [2*N-1:0] wire_carry;
assign wire_carry[2*N-2] = c;  
generate 
	genvar i;
	for (i = 0; i < N; i = i+1)
		begin: N_block
		block_spg A(
				.a(a[i]),
				.b(b[i]),
				.c(wire_carry[i]),
				.p(wire_p[i]),
				.g(wire_g[i]),
				.s(sum[i])
				);
		if (i < N-1)  
				block_B B(
				.G_jk(wire_g[2*i+1]),
				.P_jk(wire_p[2*i+1]),
				.G_ij(wire_g[2*i]),
				.P_ij(wire_p[2*i]),
				.c_i(wire_carry[N+i]),
				.G_ik(wire_g[i+N]),
				.P_ik(wire_p[i+N]),
				.c_iout(wire_carry[2*i]),
				.c_j(wire_carry[2*i+1])
				);
		end
 endgenerate
assign P_ik = wire_p[N+(N-2)];
assign G_ik = wire_g[N+(N-2)];
assign carry_out = G_ik | (P_ik & c);
endmodule
`timescale 1ns / 1ps
module block_B(
	input G_jk,
	input P_jk,
	input G_ij,
	input P_ij,
	input c_i,
	output G_ik,
	output P_ik,
	output c_iout,
	output c_j
    );
assign G_ik = G_jk | (P_jk & G_ij);
assign P_ik = P_jk & P_ij;
assign c_j = G_ij | (P_ij & c_i);
assign c_iout = c_i;
endmodule
`timescale 1ns / 1ps
module block_spg(
	input a,
	input b,
	input c,
	output p,
	output g,
	output s
    );
assign s = a^b^c;
assign p = a | b;
assign g = a & b;
endmodule
`timescale 1ns / 1ps
module rsa_mult(
	input clk,
	input rst,
	input [127:0] a,
	input [127:0] b,
	output [255:0] c_mult
    );
	reg [127:0] multiplicand;
	reg [256:0] P;  
	reg [127:0] partial_prod;
	wire [127:0] sum_out;
	reg [7:0] counter;
	parameter [1:0] IDLE = 2'b00,
						 ADD = 2'b01,
						 NO_ADD = 2'b10,
						 END = 2'b11;
	reg [1:0] state;
	assign c_mult = P[255:0];
	bit_adder_2n #(128) Adder(.a(P[255:128]), .b(partial_prod), .c(1'b0), .sum(sum_out), .carry_out(carry));
	always @(posedge clk) begin
		if (rst) begin 
			state = IDLE;
			counter = 0;
		end else begin
			case(state) 
				IDLE:
					begin
						multiplicand <= a;
						P[256:128] <= 0;
						P[127:0] <= b;
						counter <= 0;
						partial_prod = P[0] * multiplicand;
						if (partial_prod) state = ADD; 
						else state = NO_ADD;
					end
				ADD:
					begin
						if (counter == 129)
							begin
								state = END;
							end
						else 
							begin
								P <= {carry, sum_out, P[127:0]} >> 1;
								partial_prod = P[0] * multiplicand;
								counter <=  counter + 1;
								if (partial_prod) state = ADD; 
								else state= NO_ADD;
							end
					end
				NO_ADD:
						begin
						if (counter == 129)
							begin
								state = END;
							end
						else 
							begin
								P <= P >> 1;
								partial_prod = P[0] * multiplicand;
								counter <=  counter + 1;
								if (partial_prod) state = ADD; 
								else state = NO_ADD;
							end
					end
				END:
					begin
					end
			endcase
		end
	end
endmodule
</file>
==> impl_metrics.csv <==
group,metric,value,unit
final_layout,seqCellArea,15600,um^2
synth,async_flop_share,0,%
critical_path,setup.worst_path.class,"input port to register",
routing,routed_via_density,4.83,
final_layout,final_layout_size_suffix_gt1_share,9.38,%
routing,routedWlPerCell,19.7,um
grt,antenna_found_initial,6,
routing,drt_pass1_iterations,5,
cts,cts_buffer_depth,3,
power_and_ir_drop,peakVddDrop,0.0000570,V
floorplan,die_h,270,um
routing,wl_met3,6020,um
job,drv_cap,0,
synth,postSynthAreaPerCell,12.6,um^2
critical_path,cp.arrival,7.57,ns
cts,worstSkewPairLatency,0.63,ns
critical_path,worstPathMaxFanout,58,
critical_path,critPathCaptureType,"register",
critical_path,worstPathRequired,25.96,ns
place,dpl-instance-area,34200,um^2
synth,synth_area,28800,um^2
place,port-buffer-count,513,
routing,drc,0,
power_and_ir_drop,powerDensity,62.9,nW/um^2
sta,hold_viol_final,0,
sta,timing.final.ws_setup,18.38,ns
synth,common_cells,"edfxtp_1 (512), inv_1 (322), ha_1 (255)",
routing,drt_iter0_markers,868,
floorplan,die_x,270,um
grt,grt_use_total,21.5,%
synth,ys_cells,2288,
routing,wl_met1,28100,um
cts,cts_tree,"yes",
synth,synth_seq_share,54.2,%
floorplan,coreArea,71400,um^2
final_layout,fill_cells,6006,
sta,tightest_slew,0.795,ns
synth,top_area_share,53.4,%
synth,netlist_instances,2288,
sta,setup_violations,0,
synth,synth.largest_area_cell,"edfxtp_1",
routing,wl,72900,um
synth,ff_type,"edfxtp_1",
floorplan,io_pins,514,
floorplan,num_rows,98,
synth,synth_flops,524,
cts,h-tree-depth,2,
sta,period_used_share,28.5,%
routing,routed.top_layer,"met5",
synth,yosysMostFrequentCell,"edfxtp_1",
synth,edf_count,512,
final_layout,finalInstanceArea,36200,um^2
power_and_ir_drop,p_leak,14.1,nW
cts,clock_sinks,524,
synth,yosys_warnings,2,
cts,clk_pin_slew,0.06,ns
cts,hold_buffers,0,
sta,fin_skew,0.0262,ns
grt,grt_pass1_vias,18700,
sta,relSlewSlack,45.6,%
floorplan,fp_util,40.3,%
cts,cts_inserted_buffers,58,
grt,grt_overflow,0,
synth,synthTopCellsByArea,"edfxtp_1 (53%), ha_1 (11%), mux2_2 (5.0%), fa_1 (4.4%), inv_1 (4.2%)",
sta,rsz0062_at_grt,"false",
final_layout,logic_area,10800,um^2
place,dp_slack,17.71,ns
synth,yosys_area,28800,um^2
grt,grt_max_degree,129,
sta,slew_viol_final,0,
routing,num_vias,17900,
sta,fin_crit,7.32,ns
final_layout,syn2layout_area_growth,25.6,%
place,gp_congestion,0.901,
grt,grt_pass1_wl,111000,um
routing,detail-route-antenna-nets,0,
cts,post_cts_buffers,0,
outcome,status,"completed",
sta,fmax,0.137,GHz
final_layout,fin_util,50.7,%
cts,cts_root_buffer,"clkbuf_16",
synth,synth_cell_types,65,
place,place_hpwl,54300,um
job,log.warning_count,219,
min_path,hold_path_class,"register to register",
critical_path,critPathLaunchType,"input port",
routing,wl_met2,37200,um
cts,cts_resized,0,
sta,tns,0,ns
floorplan,dieArea,73100,um^2
==> layer usage <==
layer / global-route usage (%) / vias up
li1: - / 8639
met1: 29.1 / 8619
met2: 36.0 / 513
met3: 6.96 / 101
met4: 3.58 / 8
met5: 0 / -
==> metrics by stage <==
stage / hold slack [ns] / cells / total power, mW
after CTS: 0.501 / 3701 / 2.31
after global placement: 0.476 / 3594 / 1.43
final: 0.500 / 3702 / 2.27
after detailed placement: 0.486 / 3594 / 1.43
after floorplan: 0.442 / 2288 / 1.29
after global routing: 0.571 / 3702 / 2.38
==> worst max-delay path, stage by stage <==
cell             delay [ns]
clkdlybuf4s50_1        0.63
nor3_2                 0.38
buf_4                  0.62
buf_4                  0.70
==> state kept, by name, indices dropped and copies added, names as in the netlist <==
register,count
P,256
counter,8
multiplicand,128
partial_prod,128
state,4
==> cell usage in the layout (no fill, tap or decap), types with 11 or more instances in the layout <==
cell             count
clkdlybuf4s50_1    513
edfxtp_1           512
inv_1              321
ha_1               255
and2_1             131
mux2_2             127
o21ai_0            114
nand2_1            112
fa_1                64
nor2_1              62
a21oi_1             60
clkbuf_16           59
nor4_1              54
xor2_1              41
xnor2_1             28
a22o_1              27
buf_4               26
o21bai_1            18
nor2b_1             14
o31ai_1             14
clkinv_1            12
clkinv_2            12
or4_1               11
nand4_1             11
==> cell type report <==
class | count | share of cell area, %
diodes | 1 | 0.00692
multi-input cells | 1257 | 29.9
repair buffers | 541 | 14.8
clock inverters | 39 | 1.27
inverters | 322 | 3.34
flip-flops and latches | 524 | 43.2
well taps | 950 | 3.29
clock buffers | 68 | 4.17
==> power breakdown <==
group	internal (mW)	switching [mW]
Clock	0.519	0.348
Combinational	0.190	0.163
Sequential	1.01	0.0436
Total	1.72	0.554
==> path summary, 6_finish.rpt <==
path,end,slack (ns),start,depth (start not counted)
max reg2reg,P[234]$_DFFE_PP_,20.63,P[128]$_DFFE_PP_,16
max,P[84]$_DFFE_PP_,18.38,rst,4
min,state[3]$_DFF_P_,0.50,state[3]$_DFF_P_,2
min reg2reg,state[3]$_DFF_P_,0.50,state[3]$_DFF_P_,2
==> logic make-up after synthesis <==
kind of cell | after synthesis | synth area share [%]
flops | 524 | 54.2
simple gates | 442 | 8.12
compound gates | 300 | 6.78
mux | 127 | 4.97
xor+xnor | 69 | 2.10
fa+ha+maj | 319 | 15.5
buf+inv | 507 | 8.28
No activity file was given, so power comes from the tool's default toggle rates.
