[design/flow/config.mk]
export PLATFORM = sky130hd
export DESIGN_NAME = computation_master
export DESIGN_NICKNAME = computation_master
export VERILOG_FILES = /design/flow/design.v
export SDC_FILE = /design/flow/constraint.sdc
export NUM_CORES = 4
export LEC_CHECK = 1
export CORE_UTILIZATION = 50
[design/flow/constraint.sdc]
current_design computation_master

set clk_period 30.8
set clk_io_pct 0.2

create_clock -name clk0 -period $clk_period [get_ports {clock}]

set non_clock_inputs [all_inputs -no_clocks]
set_input_delay [expr $clk_period * $clk_io_pct] -clock clk0 $non_clock_inputs
set_output_delay [expr $clk_period * $clk_io_pct] -clock clk0 [all_outputs]
[design/flow/design.v]
`timescale 1ns / 1ps
module computation_master(
    input clock,
	 input reset,
    input [127:0] rx_data,
    input rx_irq,
    output reg [127:0] tx_data,
    output tx_wr_out,
	 output UART_TX2,
	 input UART_RX2,
	 output RECEIVED_OUT,
	 output overflow,
	 output underflow,
	 input RECEIVED_IN
    );
	reg [63:0]param1;
	reg [63:0]param2;
	reg tx_wr;
	assign tx_wr_out = tx_wr;
	reg [3:0]run_module;
	wire [3:0]done;
	wire [127:0]outputs[3:0];
	always @(posedge clock) begin
		if (reset) begin
			param1 <= 32'd0;
			param2 <= 32'd0;
		end
		if(rx_irq) begin
			param1 <= rx_data[127:64];
			param2 <= rx_data[63:0];
			run_module[2] <= 1'b1;
		end else begin
			run_module <= 3'd0;
		end
		if(done) begin
			if(done[0]) begin  
				tx_data <= outputs[0];
			end 
			if(done[1]) begin  
				tx_data <= outputs[1];
			end
			if(done[2]) begin  
				tx_data <= outputs[2];
			end
			if(done[3]) begin  
				tx_data <= outputs[3];
			end
			tx_wr <= 1'b1;
		end else begin
			tx_wr <= 1'b0;
		end
	end
	wire run_add_sub;
	assign run_add_sub = run_module[0] | run_module[1];
	wire add_sub_done;
	wire [31:0] sum_sub_add;
	assign done[0] = add_sub_done;
	assign done[1] = add_sub_done;
	assign outputs[0] = sum_sub_add;
	assign outputs[1] = sum_sub_add;
	transceiver64 multiplier_sender (
    .UART_TX(UART_TX2),
    .RECEIVED_TX(RECEIVED_OUT),
    .RECEIVED_RX(RECEIVED_IN),
    .UART_RX(UART_RX2),
    .reset(reset),
    .clock(clock),
    .tx_wr(run_module[2]),
    .rx_data({outputs[2]}),
    .tx_data({param1, param2})
   );
	reg mult_out_buf;
	reg mult_done_reg;
	always @(posedge clock) begin
		mult_out_buf <= RECEIVED_OUT;
		if (RECEIVED_OUT && ~mult_out_buf) begin
			mult_done_reg <= 1'b1;
		end else begin
			mult_done_reg <= 1'b0;
		end
	end
	assign done[2] = mult_done_reg;
	 echo echoer (
    .float1(param1),  
    .float2(param2),  
    .clock_50M(clock),  
    .reset(reset),  
    .select(1'b1),  
    .start(run_module[3]),  
    .done(done[3]),  
    .out(outputs[3])  
    );
endmodule
`timescale 1ns / 1ps
module echo(
    input [63:0] float1,
    input [63:0] float2,
    input clock_50M,
    input reset,
    input select,
    input start,
    output reg done,
    output reg [127:0] out
    );
	 reg [6:0] clock128;
	 reg running;
	 reg select_save;
	 always @(posedge clock_50M) begin
		if (reset) begin
			clock128 <= 7'd0;
			out <= 128'd0;
			done <= 1'b0;
			running <= 1'b0;
			select_save <= 1'b0;
		end else if(start && ~running) begin
			running <= 1'b1;
			clock128 <= 1'b0;
			done <= 1'b0;
			select_save <= select;
		end else if (running) begin
			clock128 <= clock128 + 7'd1;
			if (clock128 == 7'd127) begin
				if (select_save) out <= {float1,float2};
				else out <= {float2,float1};
				done <= 1'b1;
				running <= 1'b0;
			end else done <= 1'b0;
		end else done <= 1'b0;
	end
endmodule
`timescale 1ns / 1ps
module rcvr(
    input clock,
    input reset,
    input UART_RX,
    output reg tx_done,
    output reg [127:0] data_out
    );
	 reg [3:0] counter16;
	 reg [6:0] bit_count;
	 reg recieving;
	 reg [128:0] data_buf;
	 reg odd;
	 reg rx1;
	 reg rx2;
	always @(posedge clock) begin
		if(reset) begin
			recieving <= 0;
			data_out <= 8'h00;
			tx_done <= 1'b0;
		end
		else begin
			rx1 <= UART_RX;
			rx2 <= rx1;
			counter16 <= counter16+1;
			if (~recieving) begin
				if (~rx2) begin  
					counter16 <= 4'h7;
					recieving <= 1;
					bit_count <= 0;
					tx_done <= 0;
					odd <= 0;
				end
			end
			else if (counter16 == 4'b0000) begin
				bit_count <= bit_count+7'd1;
				if (bit_count == 7'd0) begin  
					if (rx2) begin  
						recieving <= 1'b0;
					end
				end
				if (bit_count == 7'd130) begin  
					recieving <= 1'b0;
					if(rx2) begin  
						if(odd) begin
							data_out <= data_buf[127:0];
							tx_done <= 1'b1;
						end
					end
				end
				else begin
					data_buf <= {rx2, data_buf[128:1]};
					if(rx2) begin
						odd <= ~odd;
					end
				end
			end
		end
	end
endmodule
`timescale 1ns / 1ps
module transceiver64(
    output UART_TX,
    output RECEIVED_TX,
	 input RECEIVED_RX,
    input UART_RX,
    input reset,
    input clock,
	 input tx_wr,
    output [127:0] rx_data,
    input [127:0] tx_data
    );
	xmit transmitter (
	.clock(clock), 
	.reset(reset), 
	.inval(tx_data), 
	.tx_wr(tx_wr), 
	.rx_done(RECEIVED_RX), 
	.UART_TX(UART_TX)
	);
	rcvr receiver (
	.clock(clock), 
	.reset(reset), 
	.UART_RX(UART_RX), 
	.tx_done(RECEIVED_TX), 
	.data_out(rx_data)
	);
endmodule
`timescale 1ns / 1ps
module xmit(
	input clock, 
	input reset, 
	input [127:0] inval, 
	input tx_wr, 
	input rx_done, 
	output reg UART_TX
	);
	reg [127:0] fifo [15:0];
	reg [3:0] rx_pointer;
	reg [3:0] tx_pointer;
	reg [6:0] bits_sent;
	reg [3:0] counter16;
	reg [2:0] count8;
	reg transmit;
	reg parity;
	reg [127:0] send_buf;
	always @ (posedge clock) begin
		if (reset) begin
			UART_TX <= 1;
			bits_sent <= 0;
			rx_pointer <= 4'd0;
			tx_pointer <= 4'd0;
			transmit <= 1'b0;
			parity <= 1;
			counter16 <= 0;
			count8 <= 3'b000;
		end
		if (tx_wr && ~transmit) begin
			transmit <= 1;
			send_buf <= inval;
			counter16 <= 0;
			bits_sent <= 0;
			parity <= 1;
		end
		if (transmit) begin
			counter16 <= counter16+1;
			if(counter16 == 15) begin
				if (bits_sent < 132) begin
					bits_sent <= bits_sent+1;
					if (bits_sent == 0) begin  
						UART_TX <= 1'b0;
					end
					else if (bits_sent == 129) begin  
						UART_TX <= parity;
					end
					else if (bits_sent == 130) begin  
						UART_TX <= 1'b1;
					end
					else if (bits_sent == 131) begin  
						if(~rx_done) begin
							bits_sent <= 0;
						end else begin
							transmit <= 1'b0;
						end
					end
					else begin  
						UART_TX <= send_buf[0];
						send_buf <= {1'b0, send_buf[127:1]};
						if(send_buf[0]) parity <= ~parity;
					end
				end
				else begin
					transmit <= 1'b0;
				end
			end
		end  
	end  
endmodule
[design/flow/run.sh]
#!/bin/bash
# OpenROAD 26Q1-2900-gdf79404cd8, Yosys 0.63+post, stock flow scripts
make -C /OpenROAD-flow-scripts/flow DESIGN_CONFIG=/design/flow/config.mk WORK_HOME=/design/flow/orfs finish
==> flow_summary.ini <==
; synthesis and place-and-route metrics
[global_route]
grt_max_degree = 181
grt_overflow_total = 0
first_global_vias = 18900
grt_antenna_before_repair = 2
grt_first_pass_wirelength_microns = 98300
grtUsageTotal_pct = 22.9

[yosys]
ys_sh_adder_pct = 0.393
ys_sh_xor_pct = 0.398
synthMuxAreaShare_pct = 4.51
yosysWarnings = 40
top_area_cell = dfxtp_1
ys_types = 37
topCombFamilyByArea = simple AND/OR/NAND/NOR gates
synth-edff-count = 275
synth.cellmix.compoundShare_pct = 9.51
synthCells = 2803
syn-cell-area_sq_mm = 0.0286
syn_area_per_cell_sq_um = 10.2
async_reset_ff_share_pct = 0
yosysTopAreaCellShare_pct = 37.4
ys_seq_share_pct = 66.3
ys_cells = 2803
flop_cell = dfxtp_1
topCellsByArea = dfxtp_1 37%, edfxtp_1 29%, nand2_1 12%
yosysChipArea_sq_mm = 0.0286
synth_flops = 810
synth-simple-area-share_pct = 15.9

[final_layout]
largest_reg_flops = 129
regArea_sq_mm = 0.0190
nFillCells = 4479
regMostFlops = multiplier_sender.receiver.data_buf
utilization_pct = 60.8
layout.cells.non_filler = 3805
logic_area_sq_mm = 0.00885
drive_gt1_share_pct = 5.21
synthToLayoutAreaGrowth_pct = 19.9
design_area_sq_mm = 0.0343

[place]
gp_congestion = 0.804
portBuffers = 261
pre_cts_slack_ns = 22.23
place_area_sq_mm = 0.0317
dp_hpwl_microns = 35800
dp_cells = 3654

[detailed_routing]
finalWirelength_microns = 61300
via_count = 19400
insertedDiodeCount = 0
wire_per_inst_microns = 16.1
drtIter0Drc = 969
via_per_inst = 5.11
final_antenna_net_count = 0
first_pass_iters = 5
drc = 0

[cts]
cts_max_level = 3
cts_tree = built
clk_path_buf_depth = 3
cts_made_buffers = 82
holdBufCountCts = 0
cts_sinks = 810
clk_latency_ns = 0.61
clock-root-buffer = clkbuf_16
post-cts-setup-buffers = 0
clk_pin_slew_ns = 0.06
post_cts_resize_count = 0

[run]
warnings = 36
cap_violations = 0

[floorplan]
die_h_microns = 241
fp-row-count = 87
die_x_microns = 241
fp-utilization_pct = 50.7
io_pins = 266
chip_area_sq_mm = 0.0582
core_sq_mm = 0.0565

[power]
p_total_mw = 2.28
switching_share_pct = 21.0
p_seq_share_pct = 52.6
p_leak_nw = 12.1
ir_drop_mv = 0.0523
power.net_switching_mw = 0.479
p_comb_share_pct = 4.5
intPower_mw = 1.80
power_per_cell_area_mw_per_mm2 = 66.5
pwr-share-clk_pct = 42.9

[setup_path]
end_kind = flip-flop
worst_path_most_repeated_cell = buf_4
r2r_cells = 5
worst-path-stages = 5
endpoint = multiplier_sender.transmitter.UART_TX
cpMaxStageDelayCell = buf_4
path_class = in -> reg
r2r_start = multiplier_sender.transmitter.counter16[0]
critPathBufInv = 3
r2r-end = multiplier_sender.transmitter.send_buf[70]
critPathMaxFanout = 88
arrival_ns = 8.50
crit_family = buffers and inverters
startpoint = reset
path_cells = buf_8 -> buf_4 -> buf_4 -> nor3_1 -> nor2_1
startpoint_type = primary input
reg2reg_setup_slack_ns = 27.85
required_ns = 31.35
critical-path-max-stage-delay_ns = 0.75

[sta]
min_period_ns = 7.95
slew_headroom_pct = 43.8
worst_slack_ns = 22.85
maxSlewViolCount = 0
hold_ws_ns = 0.377
tns_ns = 0
finClkSkew_ns = 0.0174
worstMarginPinSlew_ns = 0.843
hold_viol = 0
setup_viol = 0
rsz0062_at_grt = no
max_freq_ghz = 0.126
fin_crit_sh_pct = 25.8

[min_path]
hold_path_class = reg -> reg

[outcome]
status = complete, no violations
==> power by group through the flow <==
stage         Clock (mW)  Sequential (mW)  Combinational [mW]
CTS                 1.00             1.20               0.103
global route        1.05             1.21               0.115
finish             0.980             1.20               0.102
==> worst min path at each step <==
stage | start | to | slack [ns] | depth (start not counted)
after CTS | mult_out_buf | mult_done_reg | 0.38 | 1
after global routing | mult_out_buf | mult_done_reg | 0.39 | 1
final | mult_out_buf | mult_done_reg | 0.38 | 1
==> synthesized netlist by cell type (3+ instances only) <==
cell      count
a21oi_1     262
a31oi_1       5
and2_1      131
and3_1        3
buf_2        24
buf_4        13
clkbuf_1    152
dfxtp_1     535
edfxtp_1    275
ha_1          9
inv_1        11
mux2i_1     129
nand2_1     907
nand2b_1      3
nand3_1       6
nand4_1       7
nor2_1       20
nor2b_1       3
nor3_1        3
o21ai_0     269
or3_1         4
xnor2_1       8
xor2_1        5
==> routing by layer <==
| layer | vias up | share of wire (%) | GRT usage (%) | wire length, microns |
|---|---|---|---|---|
| met1 | 9151 | 47 | 36.7 | 28600 |
| met3 | 88 | 7.1 | 7.78 | 4370 |
| met5 | - | 0.021 | 0 | 13 |
| li1 | 9734 | - | - | - |
| met2 | 450 | 44 | 33.0 | 27100 |
| met4 | 2 | 1.9 | 4.37 | 1150 |
==> cells in the final DEF, fill, tap and decap left out, drive strengths merged, types with 4 or more instances in the layout <==
| cell type | instances |
|---|---|
| dfxtp | 535 |
| a31oi | 5 |
| buf | 27 |
| xnor2 | 8 |
| edfxtp | 275 |
| nor2 | 20 |
| o21ai | 269 |
| ha | 9 |
| clkinv | 13 |
| nand2 | 907 |
| and2 | 131 |
| or3 | 4 |
| nand3 | 6 |
| xor2 | 5 |
| nand4 | 7 |
| clkbuf | 130 |
| clkdlybuf4s50 | 259 |
| bufinv | 4 |
| mux2i | 129 |
| inv | 13 |
| a21oi | 262 |
==> final cells by class <==
cell class                 instances  area share [%]
clock buffer                     130            7.19
clock inverter                    21           0.623
inverter                          11           0.120
multi-input combinational       1791            25.8
sequential                       810            55.3
tap                              756            2.75
timing repair buffer             286            8.27
==> logic make-up after synthesis <==
kind of cell | Yosys count
flops | 810
xor+xnor | 13
compound gates | 540
fa+ha+maj | 9
other cells | 2
simple gates | 1097
buf+inv | 203
mux | 129
Power is estimated from default activity; no workload was simulated.
